$ cat ./config.mk
export PLATFORM = sky130hd
export DESIGN_NAME = prob4
export DESIGN_NICKNAME = prob4
export VERILOG_FILES = /design/flow/design.v
export SDC_FILE = /design/flow/constraint.sdc
export NUM_CORES = 4
export LEC_CHECK = 1
export CORE_AREA = 10 10 107 107
export DIE_AREA = 0 0 117 117
$ cat ./constraint.sdc
current_design prob4

set clk_period 4.2
set clk_io_pct 0.2

create_clock -name clk0 -period $clk_period [get_ports {clk}]

set non_clock_inputs [all_inputs -no_clocks]
set_input_delay [expr $clk_period * $clk_io_pct] -clock clk0 $non_clock_inputs
set_output_delay [expr $clk_period * $clk_io_pct] -clock clk0 [all_outputs]
$ cat ./design.v
module fa(
    input   a,
    input   b,
    input   ci,
    output  s,
    output  co
);
    assign s = a ^ b ^ ci; 					 
    assign co = (a&b) | (a&ci) | (b&ci);	 
endmodule
module prob4 (clk, inA, inB, ci, co, out);
input clk, ci;
input [15:0] inA, inB;
output co;
output [15:0] out;
reg co;
reg [15:0] out;
reg [15:0] inA_r, inB_r;
reg ci_r;
always @(posedge clk) begin
	inA_r <= #1 inA;
	inB_r <= #1 inB;
	ci_r <= #1 ci;
end
wire [3:0] out_c;
wire [3:1] ci_tmp;
wire ci_s1;
fa F0 (.a(inA_r[0]), .b(inB_r[0]), .ci(ci_r), .co(ci_tmp[1]), .s(out_c[0]));
fa F1 (.a(inA_r[1]), .b(inB_r[1]), .ci(ci_tmp[1]), .co(ci_tmp[2]), .s(out_c[1]));
fa F2 (.a(inA_r[2]), .b(inB_r[2]), .ci(ci_tmp[2]), .co(ci_tmp[3]), .s(out_c[2]));
fa F3 (.a(inA_r[3]), .b(inB_r[3]), .ci(ci_tmp[3]), .co(ci_s1), .s(out_c[3]));
wire [8:4] out_c20;
wire [8:5] ci_tmp20;
wire ci_s20;
fa F4_0 (.a(inA_r[4]), .b(inB_r[4]), .ci(1'b0), .co(ci_tmp20[5]), .s(out_c20[4]));
fa F5_0 (.a(inA_r[5]), .b(inB_r[5]), .ci(ci_tmp20[5]), .co(ci_tmp20[6]), .s(out_c20[5]));
fa F6_0 (.a(inA_r[6]), .b(inB_r[6]), .ci(ci_tmp20[6]), .co(ci_tmp20[7]), .s(out_c20[6]));
fa F7_0 (.a(inA_r[7]), .b(inB_r[7]), .ci(ci_tmp20[7]), .co(ci_tmp20[8]), .s(out_c20[7]));
fa F8_0 (.a(inA_r[8]), .b(inB_r[8]), .ci(ci_tmp20[8]), .co(ci_s20), .s(out_c20[8]));
wire [8:4] out_c21;
wire [8:5] ci_tmp21;
wire ci_s21;
fa F4_1 (.a(inA_r[4]), .b(inB_r[4]), .ci(1'b1), .co(ci_tmp21[5]), .s(out_c21[4]));
fa F5_1 (.a(inA_r[5]), .b(inB_r[5]), .ci(ci_tmp21[5]), .co(ci_tmp21[6]), .s(out_c21[5]));
fa F6_1 (.a(inA_r[6]), .b(inB_r[6]), .ci(ci_tmp21[6]), .co(ci_tmp21[7]), .s(out_c21[6]));
fa F7_1 (.a(inA_r[7]), .b(inB_r[7]), .ci(ci_tmp21[7]), .co(ci_tmp21[8]), .s(out_c21[7]));
fa F8_1 (.a(inA_r[8]), .b(inB_r[8]), .ci(ci_tmp21[8]), .co(ci_s21), .s(out_c21[8]));
wire [8:4] out_c2 = ci_s1 ? out_c21 : out_c20;
wire ci_s2 = ci_s1 ? ci_s21 : ci_s20;
wire [15:9] out_c30;
wire [15:10] ci_tmp30;
wire ci_s30;
fa F9_0 (.a(inA_r[9]), .b(inB_r[9]), .ci(1'b0), .co(ci_tmp30[10]), .s(out_c30[9]));
fa F10_0 (.a(inA_r[10]), .b(inB_r[10]), .ci(ci_tmp30[10]), .co(ci_tmp30[11]), .s(out_c30[10]));
fa F11_0 (.a(inA_r[11]), .b(inB_r[11]), .ci(ci_tmp30[11]), .co(ci_tmp30[12]), .s(out_c30[11]));
fa F12_0 (.a(inA_r[12]), .b(inB_r[12]), .ci(ci_tmp30[12]), .co(ci_tmp30[13]), .s(out_c30[12]));
fa F13_0 (.a(inA_r[13]), .b(inB_r[13]), .ci(ci_tmp30[13]), .co(ci_tmp30[14]), .s(out_c30[13]));
fa F14_0 (.a(inA_r[14]), .b(inB_r[14]), .ci(ci_tmp30[14]), .co(ci_tmp30[15]), .s(out_c30[14]));
fa F15_0 (.a(inA_r[15]), .b(inB_r[15]), .ci(ci_tmp30[15]), .co(ci_s30), .s(out_c30[15]));
wire [15:9] out_c31;
wire [15:10] ci_tmp31;
wire ci_s31;
fa F9_1 (.a(inA_r[9]), .b(inB_r[9]), .ci(1'b1), .co(ci_tmp31[10]), .s(out_c31[9]));
fa F10_1 (.a(inA_r[10]), .b(inB_r[10]), .ci(ci_tmp31[10]), .co(ci_tmp31[11]), .s(out_c31[10]));
fa F11_1 (.a(inA_r[11]), .b(inB_r[11]), .ci(ci_tmp31[11]), .co(ci_tmp31[12]), .s(out_c31[11]));
fa F12_1 (.a(inA_r[12]), .b(inB_r[12]), .ci(ci_tmp31[12]), .co(ci_tmp31[13]), .s(out_c31[12]));
fa F13_1 (.a(inA_r[13]), .b(inB_r[13]), .ci(ci_tmp31[13]), .co(ci_tmp31[14]), .s(out_c31[13]));
fa F14_1 (.a(inA_r[14]), .b(inB_r[14]), .ci(ci_tmp31[14]), .co(ci_tmp31[15]), .s(out_c31[14]));
fa F15_1 (.a(inA_r[15]), .b(inB_r[15]), .ci(ci_tmp31[15]), .co(ci_s31), .s(out_c31[15]));
wire [15:9] out_c3 = ci_s2 ? out_c31 : out_c30;
wire co_c = ci_s2 ? ci_s31 : ci_s30;
always @(posedge clk) begin
	co <= #1 co_c;
	out <= #1 {out_c3, out_c2, out_c};
end
endmodule
$ cat ./run.sh
#!/bin/bash
# OpenROAD 26Q1-2900-gdf79404cd8, Yosys 0.63+post, stock flow scripts
make -C /OpenROAD-flow-scripts/flow DESIGN_CONFIG=/design/flow/config.mk WORK_HOME=/design/flow/orfs finish
==> Slide: Implementation Results <==
Key Metrics from the Run

Run status
  • Status: finished, final reports clean

Setup path
  • Worst R2R End: out[15]
  • Worst path slowest cell: o41a_1
  • Crit end category: flip-flop
  • Most frequent CP cell: fa_1
  • Critical Path Fanout Max: 3
  • Reg2Reg Setup Slack: between 0.8 and 0.9 ns
  • Reg-to-reg critical path startpoint: ci_r
  • Cells along the critical path: inv_1 -> fa_1 -> inv_1 -> fa_1 -> fa_1 -> fa_1 -> nor2b_2 -> o221ai_1 -> a21oi_1 -> o41a_1 -> o211ai_2 -> a31oi_2 -> xnor2_1
  • Top delay family on crit path: adder cells
  • Worst Path Buf+Inv: 2
  • CP peak stage delay: 0.46 ns
  • Setup crit start kind: flip-flop
  • Arr. time, crit path: 3.49 ns
  • R2R cell count: 13
  • Critical Path RT: about 4.4 ns
  • Setup Crit Path Kind: reg2reg

Power and ir drop
  • Clock power share: 31.0%
  • Switching Fraction: 20.79%
  • Seq pwr share: 52.3%
  • Max rail drop VDD: 0.1416 mV
  • P_int: 0.8247 mW
  • Leak: 0.9874 nW
  • Combinational share of power: 16.6%
  • Sw Pwr: around 0.22 mW
  • PwrDens: 432.7 nW/um^2
  • Pwr Total: 1.041 mW

Yosys
  • Distinct lib cells used: 25
  • #FFs+latches synth: 50
  • Post-synth top area share: 60.38%
  • Post-Syn Area: approximately 1700 um^2
  • Synthesis Warnings: 1
  • Synth Flop Type: dfxtp_1
  • Largest cells by area: dfxtp_1 (60%), ha_1 (11%), fa_1 (4.8%), xnor2_1 (4.8%), nor2_1 (2.9%)
  • YS chip area: 1658 um^2
  • Async S/R FF share, synth: 0%
  • Gate Count Post-Synth: between 100 and 150
  • Count of library flops with an enable pin: 0
  • Post-synthesis sequential area ratio: 60.38%
  • Average cell area after synthesis: between 10 and 15 um^2
  • Yosys top cell by instances: dfxtp_1
  • Commonest cells in the netlist: dfxtp_1 (50), ha_1 (14), nor2_1 (13), inv_1 (10), xnor2_1 (9)
  • Ys cells: ~130
  • Synth area leader: dfxtp_1

Drt
  • Residual DRC: 0
  • Post-DRT Antenna Nets: 0
  • Final wirelength: between 3000 and 4000 um
  • Drt wl/cell: 10.58 um
  • Iteration-0 DRC Markers: 11
  • Via Count: between 1000 and 1500
  • DR pass1 iterations: 4
  • Diode count: 0
  • Vias per std cell: 3.427

Cells and area
  • Reg area: approximately 1000 um^2
  • Layout cells sized above 1: roughly 7.3%
  • Multi-input logic area: 619.3 um^2
  • Synth-to-layout area growth: 45.13%
  • Non-Filler Instances: 302
  • Filler Cell Count: around 940

Floorplan
  • # rows: 35
  • Chip area: 13690 um^2
  • Initial Util: 18.03%
  • Core Region: between 9000 and 10000 um^2
  • IO Pins: 51
  • Die Wd: 117 um
  • Die Span Y: 117 um

Final timing
  • Final setup viols: 0
  • Skew final: 0.007263 ns
  • Final Max Slew Viols: 0
  • Final Hold Vio Count: 0
  • Hold Slack: 0.5087 ns
  • RSZ-0062 raised after global routing: false
  • Actual slew at the worst max-slew pin: approximately 0.34 ns
  • Crit share post-route: 78.63%
  • Fin Setup TNS: 0 ns
  • Fmax: 302.8 MHz
  • Max-slew headroom: around 77%
  • Fin crit period: roughly 3.3 ns

Global route
  • Pin count of the biggest net entering global routing: 16
  • Congestion Overflow GR: 0
  • Overall routing resource usage: 4.700%
  • Antenna violations before repair: 0
  • First-pass GRT wire length: 5064 um
  • Vias in the first global route: 1124

Hold path
  • Hold endpoint: out[1]
  • Hold Crit Class: reg2reg
  • Hold depth: 1
  • HP Start: inA_r[1]

CTS
  • Hold_buf cts: 0
  • Postcts setup bufs: 0
  • Num CTS Buffers: 5
  • Clock Latency Late Sink: around 0.29 ns
  • Max clock buf depth: 2
  • CTS Sinks: 50
  • CTS tree: built
  • Root Buffer: clkbuf_8
  • Post-CTS Resized: 0
  • Clock transition at the registers of the reported paths: about 0.09 ns
  • H-tree Lvls: 2

Placement
  • Gpl congestion: 0.7587
  • Final HPWL DP: approximately 2700 um
  • IO buf count: 50
  • Post-Place Cells: 294

Run
  • Max-cap viol count: 0
  • OpenROAD warning count: 27
## final cells by class
class,instances,area share (%)
flip-flops and latches,50,41.60
multi-input cells,73,25.74
repair buffers,50,20.80
well taps,111,5.772
clock buffers,5,2.860
clock inverters,3,1.664
inverters,10,1.560
## cell usage in the layout (no fill, tap or decap), types with 2 or more instances in the layout
cell and instances:
xor2_1 3, o211ai_2 2, xnor2_1 9, or2_1 4, o21ai_0 2, nand2_1 2, clkinv_2 2, o21bai_1 2
a21oi_1 3, dfxtp_1 50, o21ai_1 4, nor2_1 13, inv_1 10, clkbuf_8 5, fa_1 4, clkdlybuf4s50_1 50
ha_1 14
## metrics by stage
step,worst slack (ns),area [um^2],util [%]
2_1_floorplan,1.112,1658,-
3_3_place_gp,0.9024,2297,24.98
3_5_place_dp,0.8761,2297,24.98
4_1_cts,0.8624,2406,26.16
5_1_grt,0.6742,2406,26.16
6_report,0.8974,2406,26.16
## state kept, by name, summed over array words and instances (netlist names)
name	count
ci_r	1
inA_r	16
co	1
out	16
inB_r	16
## power groups by stage
stage     combinational, mW  sequential (mW)  clock, mW
6_report              0.173            0.545      0.323
5_1_grt               0.195            0.552      0.359
4_1_cts               0.179            0.547      0.339
## worst max path at each step
stage	start	endpoint	cells after the start
finish	ci_r	out[15]	13
global route	ci_r	co	13
CTS	ci_r	co	13
## kinds of logic (layout without fill, tap and decap cells)
family / count (synthesis) / after routing / synth area share (%)
AND-OR/OR-AND: 19 / 19 / 8.679
XOR/XNOR: 12 / 12 / 6.340
adder cells (fa/ha/maj): 18 / 18 / 15.40
flip-flops: 50 / 50 / 60.38
buffers and inverters: 10 / 68 / 2.264
AND/OR/NAND/NOR: 24 / 24 / 6.944
## per-layer routing
layer	share of wire, %	wire length, um	global-route usage [%]	vias up
met3	9.6	307	1.909	4
met4	2.3	75	1.071	0
met5	0	0	0	-
met2	49	1565	8.699	26
met1	39	1246	4.815	457
li1	-	-	-	548
Power figures rest on the tool's default switching activity, not on a simulated workload.
