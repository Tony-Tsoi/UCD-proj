==> design.v <==
module fa(
    input   a,
    input   b,
    input   ci,
    output  s,
    output  co
);
    assign s = a ^ b ^ ci; 					 
    assign co = (a&b) | (a&ci) | (b&ci);	 
endmodule
module csa6 (
	input [5:0] a,
	input [5:0] b,
	input [5:0] c,
	input [5:0] d,
	input cin,
	output [5:0] s,
	output [5:0] c0,
	output c1);
	wire [4:0] cpr;
	adder4to2 A0 (.a(a[0]), .b(b[0]), .c(c[0]), .d(d[0]), .e(cin), .s(s[0]), .c0(c0[0]), .c1(cpr[0]));
	adder4to2 A1 (.a(a[1]), .b(b[1]), .c(c[1]), .d(d[1]), .e(cpr[0]), .s(s[1]), .c0(c0[1]), .c1(cpr[1]));
	adder4to2 A2 (.a(a[2]), .b(b[2]), .c(c[2]), .d(d[2]), .e(cpr[1]), .s(s[2]), .c0(c0[2]), .c1(cpr[2]));
	adder4to2 A3 (.a(a[3]), .b(b[3]), .c(c[3]), .d(d[3]), .e(cpr[2]), .s(s[3]), .c0(c0[3]), .c1(cpr[3]));
	adder4to2 A4 (.a(a[4]), .b(b[4]), .c(c[4]), .d(d[4]), .e(cpr[3]), .s(s[4]), .c0(c0[4]), .c1(cpr[4]));
	adder4to2 A6 (.a(a[5]), .b(b[5]), .c(c[5]), .d(d[5]), .e(cpr[4]), .s(s[5]), .c0(c0[5]), .c1(c1));
endmodule
module prob6 (
	input [3:0] a,
	input [3:0] b,
	input [3:0] c,
	input [3:0] d,
	input [3:0] e,
	input [3:0] f,
	output reg [5:0] s );
	wire [5:0] s1, c01, s2, c02;
	csa6 A0 (.a( {{2{a[3]}}, a} ), .b({{2{b[3]}},b}), .c({{2{c[3]}},c}), .d({{2{d[3]}},d}), .cin(1'b0), .s(s1), .c0(c01), .c1());
	csa6 A1 (.a(s1), .b({{2{e[3]}},e}), .c({{2{f[3]}},f}), .d({c01[4:0], 1'b0}), .cin(1'b0), .s(s2), .c0(c02), .c1());
	always @(*)
		s = s2 + {c02[4:0], 1'b0};
endmodule
module adder4to2 (a, b, c, d, e, c0, c1, s);
input a, b, c, d, e;
output c0, c1, s;
wire fas;
fa F1 (.a(a), .b(b), .ci(c), .co(c0), .s(fas));
fa F2 (.a(fas), .b(d), .ci(e), .co(c1), .s(s));
endmodule
==> run.sh <==
#!/bin/bash
# OpenROAD 26Q1-2900-gdf79404cd8, Yosys 0.63+post, stock flow scripts
make -C /OpenROAD-flow-scripts/flow DESIGN_CONFIG=/design/flow/config.mk WORK_HOME=/design/flow/orfs finish
==> config.mk <==
export PLATFORM = sky130hd
export DESIGN_NAME = prob6
export DESIGN_NICKNAME = prob6
export VERILOG_FILES = /design/flow/design.v
export SDC_FILE = /design/flow/constraint.sdc
export NUM_CORES = 4
export LEC_CHECK = 1
export CORE_AREA = 10 10 79 79
export DIE_AREA = 0 0 89 89
==> constraint.sdc <==
current_design prob6

set clk_period 7.2
set clk_io_pct 0.2

create_clock -name clk0 -period $clk_period

set non_clock_inputs [all_inputs -no_clocks]
set_input_delay [expr $clk_period * $clk_io_pct] -clock clk0 $non_clock_inputs
set_output_delay [expr $clk_period * $clk_io_pct] -clock clk0 [all_outputs]
==> run notes <==
fresh numbers from the pnr run: fin. max-slew vios=0, Sum Neg Setup Slack=0 ps, # port buffers=30, detailed-placement wirelength estimate=1.30 mm, via count=446, Final Hold Vio Count=0, crit path time final=6980 ps, final setup fails=0, RSZ-0062 raised after global routing=no, initial antenna violation count=0, core area=0.00466 mm², GPL Wtd Cong=0.774, run status=complete, no violations, period utilization=96.9%, average routed wire per standard cell=8.93 µm, Flops=0, Core Util at FP=13.7%, Rows=25, final WL=1.31 mm, First-pass DRT Iterations=2, yosys cell count=60, share of the synthesized area in the top cell type=56.4%, Pleak=0.000499 µW, first-pass GRT wire length=2.37 mm, GRT Total Usage=3.65%, Crit Path Max Fanout=2, max frequency=143 MHz, gr ovfl total=0, tool warnings=35, top cells by count, synth=22 x inv_1, 18 x fa_1, 6 x ha_1, dpl cells=147, count leader, synth=inv_1, Die H=89 µm, diode count=0, max_cap viols=0, critical path class=primary input to primary output, CTS hold repair buffers=0, largest net degree at the start of global routing=4, vias per cell=3.03, Slew HR=83.8%, clkbuf count=0, Register Area=0 µm², num ports=30, Startpoint Class=primary input, Pwr Density=318 mW/mm², final non-filler cell total=147, Util after Layout=22.8%, post-synth top area cell=fa_1, Detailed Route Iter0 Violations=2, number of global-route vias before repair=554, Seq/Total Area, Yosys=0%, yosys synthesis warning count=1, syn_area_per_cell=10.7 µm², chip area=0.00792 mm², post-route ant nets=0, synthesized cell area=639 µm², Main area contributors=fa_1 56%, inv_1 13%, ha_1 12%, xnor2_1 6.8%, xnor3_1 3.5%, Worst-Margin Slew=243 ps, peak supply drop=0.000148 V, Post-Syn Instances=60, share of cells above drive strength 1=32.3%, CP Data Required Time=5760 ps, Unique cell types=11, DRC errors left=0, CP arrival=5540 ps, endpoint type of the worst setup path=primary output, P&R area growth vs syn=65.9%, die width=89 µm, Hold Path Class=primary input to primary output, Chip Area, Yosys=639 µm²
-- logic make-up after synthesis --
group,synth area share (%)
buf+inv,14.1
xor+xnor,12.9
simple gates,2.15
compound gates,2.74
fa+ha+maj,68.1
-- layer usage --
layer,vias to the layer above,part of all wire (%),global-route usage (%)
met5,-,0,0
met2,24,35,5.32
met1,191,52,5.48
li1,231,-,-
met4,0,0,0
met3,0,13,1.19
-- path summary, 6_finish.rpt --
kind,slack [ps],cells after the start,endpoint,start
worst max-delay path,220,21,s[5],a[0]
worst min-delay path,3820,8,s[4],c[0]
-- where the power goes --
group / total [µW] / switching, µW / leakage, µW / internal, µW
logic: 338 / 129 / 0.000499 / 209
clock network: 0 / 0 / 0 / 0
registers: 0 / 0 / 0 / 0
-- area by class of cell --
type               count  area (µm²)
multi-input cells     37         596
fillers              493        3600
inverters             22        82.6
well taps             54        67.6
repair buffers        34         315
-- critical path, cell delays in order --
cell	delay, ps
clkbuf_2	90
fa_1	540
ha_2	170
inv_2	40
fa_2	370
inv_2	60
fa_2	200
buf_6	100
fa_2	180
inv_2	30
fa_1	490
inv_2	40
fa_1	490
inv_2	40
fa_1	540
inv_2	50
ha_4	270
nor2_4	30
a21oi_2	140
xnor2_1	130
buf_2	110
-- timing repair --
action                                  in CTS  in global routing
pin swaps                                   16                 16
endpoints found under the setup margin       3                  2
cloned                                       0                  0
setup buffers                                0                  0
gates resized                               23                 18
-- cells in the final DEF (no fill, tap or decap) --
master / count
nand2b_1: 1
fa_2: 5
xnor2_2: 2
ha_4: 1
buf_2: 2
ha_2: 1
nor2_4: 1
dlygate4sd2_1: 1
buf_6: 1
clkbuf_2: 3
a21o_1: 1
nor2_1: 1
ha_1: 4
buf_4: 3
clkdlybuf4s50_1: 21
inv_1: 12
xnor3_1: 1
xnor2_1: 4
a21oi_1: 1
a21oi_2: 1
fa_1: 13
dlymetal6s2s_1: 3
inv_2: 10
-- stage by stage --
step	setup slack (ps)	area, µm²	power, µW	hold slack [ps]
5_1_grt	5.77	1060	392	3900
2_1_floorplan	540	639	161	3100
4_1_cts	-2.62	1050	337	3910
3_5_place_dp	-570	1030	332	4000
6_report	222	1060	338	3820
3_3_place_gp	-577	1030	332	3990
No activity file was given, so power comes from the tool's default toggle rates.
